[config.mk]
export PLATFORM = sky130hd
export DESIGN_NAME = controller
export DESIGN_NICKNAME = controller
export VERILOG_FILES = /design/flow/design.v
export SDC_FILE = /design/flow/constraint.sdc
export NUM_CORES = 4
export LEC_CHECK = 1
export CORE_AREA = 10 10 97 97
export DIE_AREA = 0 0 107 107
[constraint.sdc]
current_design controller

set clk_period 1.0
set clk_io_pct 0.2

create_clock -name clk0 -period $clk_period [get_ports {clk}]

set non_clock_inputs [all_inputs -no_clocks]
set_input_delay [expr $clk_period * $clk_io_pct] -clock clk0 $non_clock_inputs
set_output_delay [expr $clk_period * $clk_io_pct] -clock clk0 [all_outputs]
[design.v]
module controller(clk, code, en_dm, addr, imm_in, en_rg, rst, opcode, enable, en_pc,func);
input clk;
input enable;
input [31:0] code;
output [1:0] en_dm; 
output [23:0] addr;
output [7:0] imm_in;
output en_rg;
output [1:0] func;
output [1:0] en_pc; 
output rst;
output [5:0] opcode;
reg [1:0] en_dm;
reg [23:0] addr;
reg [1:0] en_pc;
reg [1:0] func;
reg [7:0] imm_in;
reg en_rg;
reg rst;
reg [5:0] opcode;
reg [2:0] state;
reg [2:0] next_state;
reg [31:0] judge;
parameter  IF = 3'b000, EX = 3'b001,WB = 3'b010, ME = 3'b011,WB_M = 3'b100;
always@(*) begin
case(state) 
 IF: begin
  if(code[1] == 0) begin
  next_state = EX;
  end
  else if(code[3:1] == 3'b101) begin
  next_state = EX;
  end
  else if(code[1] == 1) begin
  next_state = ME;
  end
 end
 EX: begin
 next_state = WB;
 end
 ME: begin
 if(code[2] == 1) begin
 next_state = WB_M;
 end
 else begin
 next_state = WB;
 end
 end
 WB: begin
 next_state = IF;
 end
 WB_M: begin
  next_state = IF;
 end
endcase
end
always@(posedge clk) begin
if(enable) begin
 state <= next_state;
end
else begin
state <= IF;
end 
end
always@(*) begin
 if(!enable) begin
  en_dm = 2'b00;
  addr = 24'h000000;
  rst = 0;
  en_pc = 2'b01;
 end
 else begin
 if (state == EX) begin
      rst = 1;
      case(code[1:0]) 
          2'b00:begin
          func = 2'b00;
          en_rg = 1;
          addr = code[31:8];
          opcode = code[7:2];
          end
          2'b01:begin
          func = 2'b01;
          imm_in = code[31:24];
          addr = code[31:8];
          en_rg = 1;
          opcode = code[7:2];
          end
          2'b10:begin
           func = 2'b01;
           imm_in = 8'h00;
           addr = code[31:8];
           en_rg = 1;
           opcode = 6'b000000;
          end
          endcase
     end
 else if (state == ME) begin
          rst = 1;
          if (code[1:0] == 2'b10)
          begin       
           case(code[7:2])
           6'b000000: begin
           en_dm = 2'b11;
           func = 2'b10;
            addr = code[31:8];
           end
           6'b000001: begin
           func = 2'b10;
            en_dm = 2'b10; 
            en_rg = 1;
            addr = code[31:8];
           end
           endcase
       end   
 end
 else if(state == IF) begin
      rst = 1;
      en_pc = 2'b10;
 end
 else if(state == WB) begin
          en_rg = 0;
          en_pc = 2'b11; 
 end 
 else if(state == WB_M) begin
          en_pc = 2'b11; 
 end
 end
end
endmodule
[run.sh]
#!/bin/bash
# OpenROAD 26Q1-2900-gdf79404cd8, Yosys 0.63+post, stock flow scripts
make -C /OpenROAD-flow-scripts/flow DESIGN_CONFIG=/design/flow/config.mk WORK_HOME=/design/flow/orfs finish
==> impl_metrics.yaml <==
# synthesis and place-and-route metrics
finish:
  layout-drive-gt1-share_pct: 5.07
  syn_to_final_growth_pct: 69.6
  fin_util_pct: 31.3
  num-fill-cells: 775
  fin_cells: 316
  finalInstanceArea_um2: 2280
cts:
  root_buffer: "clkbuf_8"
  holdBufCountCts: 0
  path_clk_slew_ns: 0.03
  cts_buffer_depth: 2
  post_cts_buffers: 0
  postCtsResizedCells: 0
  numCtsBuffers: 3
  htree_levels: 1
  tritoncts: "built"
yosys:
  syn_area_um2: 1340
  synth-main-ff-cell: "dlxtn_1"
  yosysUniqueCellTypes: 28
  async_flop_share_pct: 0
  ys_ff: 52
  yosys_area_um2: 1340
  syn_inst: 139
  syn_area_per_cell_um2: 9.67
  edf_count: 0
  synth_warnings: 1
  ys_cells: 139
run:
  warning_count: 26
  max-cap-violations: 0
final_timing:
  tightest_slew_ns: 0.724
  drv_slew: 0
  hold_viol: 0
  unclocked_regs: 49
  period_needed_ns: 0.726
  fmax_mhz: 1380
  setup_tns_ns: 0
  untimed_endpoints: 95
  relSlewSlack_pct: 51.7
  rsz0062_at_grt: "no"
  period_used_pct: 72.6
  final-setup-viol-count: 0
detailed_routing:
  via_count: 1167
  n_antenna_cell: 0
  drt_iter0_markers: 28
  drt-total-wl_mm: 3.97
  avgViaCountPerCell: 3.69
  drc: 0
  routedWlPerCell_um: 12.6
  dr.pass1.iters: 4
  ant_nets: 0
setup_path:
  crit_type: "input port to register"
  crit_chain: "clkdlybuf4s50_1 > and2_1"
  slowest_stage: "clkdlybuf4s50_1"
  end_kind: "register"
  worstPathArrival_ns: 0.83
  critical_path_buf_inv_count: 1
  path_max_fanout: 5
  crit_family: "buffers and inverters"
  startpoint_type: "input port"
  slowest_delay_ns: 0.47
  cp_data_required_time_ns: 1.10
grt:
  grt_usage_pct: 6.51
  antenna_found_initial: 0
  grt_pass1_vias: 1150
  grt_max_degree: 32
  grt-ovfl-total: 0
  grt_pass1_wl_mm: 6.14
power:
  irDropWorstVdd_v: 0.000633
  combPwrFrac_pct: 39.1
  seqPwrFrac_pct: 27.3
  p_int_uw: 809
  p_leak_uw: 0.000958
  swShare_pct: 21.4
  power_density_nw_per_um2: 451
  switchingPower_uw: 220
  power.total_uw: 1030
  p_clk_share_pct: 33.6
floorplanning:
  io_pins: 80
  die_area_um2: 11400
  die_x_um: 107
  rows: 31
  die_y_um: 107
  core_um2: 7290
  fp_util_pct: 18.4
status:
  status: "finished clean"
placed_design:
  port_buffers: 79
  hpwl_mm: 3.31
  place_area_um2: 2230
  dp_cells: 312
  place.gp.congestion: 0.759
min_path:
  min_path_type: "input port to register"
==> final cells by class <==
| cell class | instances | area, um2 | area share (%) |
|---|---|---|---|
| Clock buffer | 4 | 45.0 | 1.98 |
| Timing Repair Buffer | 80 | 798 | 35.0 |
| Inverter | 4 | 16.3 | 0.714 |
| Tap cell | 99 | 124 | 5.43 |
| Sequential cell | 52 | 796 | 34.9 |
| Multi-Input combinational cell | 77 | 500 | 22.0 |
==> synth_stat cells (all sizes together) (2+ instances only) <==
cell | n | area [um2]
and2 | 27 | 169
and2b | 2 | 17.5
buf | 2 | 16.3
clkbuf | 4 | 15.0
dfxtp | 3 | 60.1
dlxtn | 49 | 736
ha | 2 | 25.0
inv | 3 | 11.3
nand2 | 3 | 11.3
nand2b | 3 | 33.8
nand3 | 2 | 10.0
nor2 | 7 | 26.3
nor2b | 15 | 93.8
nor3 | 2 | 15.0
o21a | 3 | 22.5
o21ai | 2 | 10.0
or3 | 2 | 12.5
==> power by group through the flow <==
stage	clock network, uW	registers [uW]	logic (uW)
finish	346	281	402
global route	367	288	448
CTS	359	282	415
==> metal layers <==
metal | GRT usage (%) | wire (um) | vias up
met2 | 11.1 | 1890 | 47
met3 | 2.24 | 372 | 0
li1 | - | - | 596
met1 | 8.15 | 1710 | 524
met5 | 0 | 0 | -
met4 | 0.387 | 0 | 0
==> worst paths after layout <==
kind	startpoint	endpoint	slack, ns	cells past startpoint
min	enable	state[0]$_SDFF_PN0_	0.67	2
max	enable	state[1]$_SDFF_PN0_	0.27	2
==> sequential cells by signal, indices dropped and copies added, names as in the netlist <==
signal / flops
opcode: 6
state: 3
func: 2
en_pc: 2
rst: 1
next_state: 3
en_rg: 1
en_dm: 2
imm_in: 8
addr: 24
==> cell usage in the layout (no fill, tap or decap), drive strengths merged <==
| cell type | instances |
|---|---|
| a21oi | 1 |
| a222oi | 1 |
| a31oi | 1 |
| a41oi | 1 |
| and2 | 27 |
| and2b | 2 |
| and3 | 1 |
| buf | 1 |
| clkbuf | 4 |
| clkdlybuf4s50 | 79 |
| clkinv | 1 |
| dfxtp | 3 |
| dlxtn | 49 |
| ha | 2 |
| inv | 3 |
| nand2 | 3 |
| nand2b | 3 |
| nand3 | 2 |
| nor2 | 7 |
| nor2b | 15 |
| nor3 | 2 |
| nor3b | 1 |
| o21a | 3 |
| o21ai | 2 |
| or3 | 2 |
| xor2 | 1 |
==> metrics by stage <==
step	worst slack, ns	hold slack [ns]
2_1_floorplan	0.420	0.522
3_3_place_gp	0.0844	0.853
3_5_place_dp	0.0500	0.889
4_1_cts	0.281	0.660
5_1_grt	0.231	0.709
6_report	0.274	0.667
==> logic make-up after synthesis <==
family	count (synthesis)	synth area share, %
DFF	3	4.47
latches	49	54.7
buffers and inverters	10	3.54
adders and majority gates	2	1.86
and+or+nand+nor	65	30.1
xor gates and xnor gates	1	0.652
AOI/OAI and AO/OA	9	4.66
Power and IR drop assume default switching activity.
