==> flow/design.v <==
module PC(clk, en_pc, addr_code, clear);
input clk;
input [1:0] en_pc;
input clear;
output reg [5:0] addr_code;
reg [15:0] temp_addr;
reg [31:0] counter;
initial begin
  temp_addr <= 6'b000000;
  counter <= 32'h00000000;
end
always@(posedge clk)
begin
 if (clear == 1)
 begin
  temp_addr <= 6'b000000;
  counter <= 32'h00000000;
 end
 else begin
 case(en_pc)
  2'b01: begin
     addr_code <= addr_code;
  end
  2'b10: begin
   addr_code <= temp_addr;
  end
  2'b11: begin
   counter <= counter + 32'h00000001;
   if (counter == 32'b0000_0001_0111_1101_0111_1000_0100_0000) begin
   temp_addr <= temp_addr + 6'b000001;
   counter <= 32'h00000000;
   end
  end
  default: begin
   temp_addr <= temp_addr;
  end
 endcase
 addr_code <= temp_addr;
 end
end
endmodule
==> flow/run.sh <==
#!/bin/bash
# OpenROAD 26Q1-2900-gdf79404cd8, Yosys 0.63+post, stock flow scripts
make -C /OpenROAD-flow-scripts/flow DESIGN_CONFIG=/design/flow/config.mk WORK_HOME=/design/flow/orfs finish
==> flow/config.mk <==
export PLATFORM = sky130hd
export DESIGN_NAME = PC
export DESIGN_NICKNAME = PC
export VERILOG_FILES = /design/flow/design.v
export SDC_FILE = /design/flow/constraint.sdc
export NUM_CORES = 4
export LEC_CHECK = 1
export CORE_AREA = 10 10 114 114
export DIE_AREA = 0 0 124 124
==> flow/constraint.sdc <==
current_design PC

set clk_period 3.0
set clk_io_pct 0.2

create_clock -name clk0 -period $clk_period [get_ports {clk}]

set non_clock_inputs [all_inputs -no_clocks]
set_input_delay [expr $clk_period * $clk_io_pct] -clock clk0 $non_clock_inputs
set_output_delay [expr $clk_period * $clk_io_pct] -clock clk0 [all_outputs]
==> run notes <==
Class of the worst hold path: reg2reg. The area growth from synthesis to layout is 15.1%. The tally of yosys warning messages came out at 1.

Clock tree synthesis inserted a total of 5 buffers. The final weighted congestion recorded by global placement is 0.808. The die is 124 um tall. In this run the static leakage power is 0.726 nW. Leaving out fill and tap cells, the most frequent cell in the layout is sky130_fd_sc_hd__dfxtp_1. During I/O placement, the number of pins put on the boundary was 10. The clock edge transition at the registers on the reported setup and hold paths came out at 0.08 ns.

Per the repair_timing log after CTS, setup buffers inserted total 0. The tree is rooted in a sky130_fd_sc_hd__clkbuf_8. The number of cells reported by Yosys stat comes to 249. The required time at the worst endpoint is listed as 3.22 ns. The number of distinct library cell variants in the gate-level netlist after synthesis was 40. Summing every instance area after synthesis gives 2190 um2. The first-pass iteration count of the detailed router was 4; the fraction of layout instances using a drive strength above 1 was 0.0781. The highest supply drop recorded on VDD is 135 uV.

The sequential element share of the synthesized area was 0.429. Setup repair after global routing left no endpoint under its margin. Per the placement report, the placed cell count is 385. Clock skew: 0.00748 ns. The global-route congestion overflow total is 0, and the source-to-sink clock delay at the later pin of the worst-skew pair is 0.29 ns. For this block, the initial DRC count from the detailed router was 92. By startpoint and endpoint, the worst setup path is classified as in2reg. The run gives 0.211 as the effective utilization at floorplan. Across the run, the number of max-cap violations was 0.

For this run the detailed placement stage logged an HPWL of 3.15 mm. For reference, the post-synthesis area per instance comes to 8.81 um2. The floorplan has 37 rows. In the routed layout, each cell is associated on average with a via count of 4.66.

The final clock period utilization by the worst path was 0.819; the number of fillers in the final layout was 1111. The startpoint type of the worst setup path is an input port. Per the post-route antenna check, the number of violating nets is 0. In this run the standard cell core region covers 10400 um2.

The run gives 0 as the post-cts sizing count. The run gives 15400 um2 as the full die area. The final layout reports a setup TNS of 0 ns. Antenna repair during routing inserted a diode count of 0. The synthesized netlist has a Yosys-reported chip area of 2190 um2. Dividing total power by cell area gives a power density of 389 nW/um2.

After clock tree synthesis, the flow added hold-fix buffers numbering 0. For the post-route DRC violation count, the log shows 0. Entering global routing, the biggest net connects 27 pins. The placement report lists the number of port buffers as 9. Looking at hold timing, the worst path starts from temp_addr[5]. CTS saw 44 sinks. The synthesized design contains 44 register bits.

After detailed placement, the total cell area comes to 2450 um2. For the pin with the worst max-slew slack, the measured transition is 0.551 ns. For the overall routing resource usage, the log shows 0.0591.

The run gives 0.632 for the headroom to the max-slew limit. Detail-routed net length per standard cell: 11.4 um. STA classifies the critical path endpoint as a flop.

TritonCTS built the clock tree. The run gives 2 for the depth of the CTS H-tree. The tools report the total power of the final layout as 0.000982 W.

The run finished with clean final reports. Pins over their slew limit in the final report were tallied at 0. The via total after detailed routing was 1825; the number of antenna violations at the first check in global routing was 0. The minimum hold slack is 0.482 ns, and the total number of warnings across the stage logs is 26. Along the worst path, the maximum fanout reaches 19. The first global-routing pass estimated 7.71 mm of wire. Hold-check failures listed in the final report amount to 0. According to the timing report, the critical path is launched from en_pc[1].

The final timing report derives a shortest allowable period of 2.46 ns. Area of the multi-input gates: 1160 um2. The post-layout instance area is 2520 um2. STA lists the startpoint of the worst register-to-register path as counter[0]. The logs give 4.47 mm for the total wire length after detailed routing and 1611 for the number of global-route vias before repair. Summing all flip-flop and latch instances after layout gives 941 um2. Derived from the worst setup path, the maximum achievable clock frequency is 407 MHz.

Per the OpenROAD floorplan log, the width of the die is 124 um. The clock passes through at most 2 buffers. Data on the critical path arrives at its endpoint at 2.68 ns. In the layout the commonest cells are sky130_fd_sc_hd__dfxtp_1 (38), sky130_fd_sc_hd__a21oi_1 (20), sky130_fd_sc_hd__nand2_1 (18).

From the final report, the count of setup violators was given as 0. The tools report the post-synthesis instance total as 249. After the flow finishes, the layout carries non-filler instances totaling 392.
## layout make-up
class                   count  share of cell area
clock buffers               6              0.0288
clock inverters             1             0.00198
inverters                   7              0.0104
multi-input cells         183               0.460
flip-flops and latches     44               0.373
well taps                 136              0.0674
repair buffers             15              0.0585
## flip-flops by register name, indices dropped and copies added, names as in the netlist
register   cells
addr_code      6
counter       32
temp_addr      6
## report_power, final
group / total [W] / switching (W) / internal, W
Combinational: 0.0000367 / 0.0000202 / 0.0000165
Sequential: 0.000601 / 0.00000194 / 0.000599
Clock: 0.000344 / 0.000186 / 0.000158
Total: 0.000982 / 0.000208 / 0.000774
## logic make-up after synthesis
group,count (synthesis),share of synthesized area
and+or+nand+nor,117,0.311
AOI/OAI and AO/OA,49,0.140
DFF,44,0.429
buffers and inverters,22,0.0416
xor gates and xnor gates,9,0.0359
muxes,5,0.0251
adders and majority gates,3,0.0171
## routing by layer
layer,wire (um),global-route usage,up-vias
li1,-,-,952
met3,130,0.00826,6
met4,90,0.0151,0
met2,2120,0.0964,28
met5,0,0,-
met1,2130,0.0814,839
## Yosys cell counts, drive strengths merged
master,instances,share of area
nor4bb,1,0.0046
edfxtp,6,0.082
nand2,18,0.031
o311ai,1,0.0040
ha,3,0.017
o31ai,7,0.030
and2,3,0.0086
xnor2,5,0.020
or2,1,0.0029
a21o,3,0.010
mux2i,1,0.0046
a21oi,20,0.046
and3,1,0.0029
xor2,4,0.016
a31oi,1,0.0029
nor4,9,0.026
o41ai,1,0.0040
clkbuf,10,0.017
dfxtp,38,0.35
buf,5,0.013
o32a,1,0.0046
o21ai,12,0.027
o22ai,1,0.0029
or3,11,0.031
nor2,14,0.024
nand4,15,0.046
clkinv,1,0.0017
or4,7,0.024
o31a,2,0.0080
and4,9,0.036
inv,6,0.010
nor2b,4,0.011
nand3,11,0.027
nor3,9,0.021
nor4b,4,0.016
mux2,4,0.021
## per-stage QoR
stage	worst slack [ns]	utilization
after floorplan	0.994	-
after global placement	0.289	0.235
after detailed placement	0.250	0.235
after CTS	0.565	0.242
after global routing	0.425	0.242
final	0.544	0.242
## worst max-delay path: stages
cell	delay [ns]
sky130_fd_sc_hd__clkdlybuf4s50_1	0.57
sky130_fd_sc_hd__nand3_2	0.15
sky130_fd_sc_hd__or4_1	0.53
sky130_fd_sc_hd__buf_4	0.21
sky130_fd_sc_hd__or4_1	0.47
sky130_fd_sc_hd__a21oi_1	0.15
## worst paths after layout
kind	to	slack, ns	cells past startpoint
max	counter[19]	0.54	6
min	addr_code[5]	0.48	0
max reg2reg	temp_addr[0]	0.93	6
min reg2reg	addr_code[5]	0.48	0
Power and IR drop assume default switching activity.
